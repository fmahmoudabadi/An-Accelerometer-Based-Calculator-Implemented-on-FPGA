## /design/flow/config.mk

```make
export PLATFORM = sky130hd
export DESIGN_NAME = cal
export DESIGN_NICKNAME = cal
export VERILOG_FILES = /design/flow/design.v
export SDC_FILE = /design/flow/constraint.sdc
export NUM_CORES = 4
export LEC_CHECK = 1
export CORE_UTILIZATION = 40
```

## /design/flow/constraint.sdc

```tcl
current_design cal

set clk_period 3.2
set clk_io_pct 0.2

create_clock -name clk0 -period $clk_period [get_ports {clk}]

set non_clock_inputs [all_inputs -no_clocks]
set_input_delay [expr $clk_period * $clk_io_pct] -clock clk0 $non_clock_inputs
set_output_delay [expr $clk_period * $clk_io_pct] -clock clk0 [all_outputs]
```

## /design/flow/design.v

```verilog
module add17bit_2sComp(
   input 		     [16:0]		A,
	input 		     [16:0]		B,
	input 		         		ci,
	output		     [16:0]		calculate_out
);
wire [16:0] s;
wire [16:0] co;
fa fa0(A[0],B[0],ci,s[0],co[0]);
fa fa1(A[1],B[1],co[0],s[1],co[1]);
fa fa2(A[2],B[2],co[1],s[2],co[2]);
fa fa3(A[3],B[3],co[2],s[3],co[3]);
fa fa4(A[4],B[4],co[3],s[4],co[4]);
fa fa5(A[5],B[5],co[4],s[5],co[5]);
fa fa6(A[6],B[6],co[5],s[6],co[6]);
fa fa7(A[7],B[7],co[6],s[7],co[7]);
fa fa8(A[8],B[8],co[7],s[8],co[8]);
fa fa9(A[9],B[9],co[8],s[9],co[9]);
fa fa10(A[10],B[10],co[9],s[10],co[10]);
fa fa11(A[11],B[11],co[10],s[11],co[11]);
fa fa12(A[12],B[12],co[11],s[12],co[12]);
fa fa13(A[13],B[13],co[12],s[13],co[13]);
fa fa14(A[14],B[14],co[13],s[14],co[14]);
fa fa15(A[15],B[15],co[14],s[15],co[15]);
fa fa16(A[16],B[16],co[15],s[16],co[16]);
assign calculate_out[16:0]=s;
endmodule 
module cal(
input clk,
input [1:0] KEY,
input [6:2] SW,
input [15:0] smooth_out,
output [1:0] LEDR,
output reg nothing,
output reg [9:0] BCD_in
);
reg enable1;
reg enable2;
reg state_c, state;
reg [15:0] operand1, operand2;
wire [16:0] num1, num2, num3, num4;
wire [16:0] calculate_out1, calculate_out2;
wire load, reset;
wire reset_edge, load_edge;
assign reset = ~KEY[0];
assign load = ~KEY[1];
edge_detection my_edge1(.clock(clk),.input_signal(reset),.rising_transition(reset_edge));
edge_detection my_edge2(.clock(clk),.input_signal(load),.rising_transition(load_edge));
reg [1:0] LED;
assign LEDR[1:0] = LED[1:0];
always @ (*) begin
state_c = state;
LED = LED;
enable1 = 1'b0;
enable2 = 1'b0;
case (state)
1'b0:begin LED = 2'b01; if (load_edge == 1'b1) begin state_c = 1'b1; enable1 = 1'b1; end end
1'b1:begin LED = 2'b10; if (load_edge == 1'b1) begin state_c = 1'b0; enable2 = 1'b1; end end
endcase
if (reset_edge == 1'b1) begin
state_c = 1'b0;
LED = 2'b01;
end
end
always @ (posedge clk) begin
	state <= state_c;
	if (enable1 == 1'b1) begin
		operand1 <= smooth_out;
	end
	if (enable2 == 1'b1) begin
		operand2 <= smooth_out;
   end
end
parameter smooth = 5'b00_001;
parameter operand_1 = 5'b00_010;
parameter operand_2 = 5'b00_100;
parameter add = 5'b01_000;
parameter sub = 5'b10_000;
assign num1 = {operand1[15],operand1};
assign num2 = {operand2[15],operand2};
assign num3 = {operand1[15],operand1};
assign num4 = ~({operand2[15],operand2});
always @ (*) begin
	case (SW[6:2])
	smooth: begin
		BCD_in = smooth_out[9:0];
		nothing = 1'b0;
	end
	operand_1: begin
		BCD_in = operand1[9:0];
		nothing = 1'b0;
	end
	operand_2: begin
		BCD_in = operand2[9:0];
		nothing = 1'b0;
	end
	add: begin
		BCD_in = calculate_out1[9:0];
		nothing = 1'b0;
	end
	sub: begin
		BCD_in = calculate_out2[9:0];
		nothing = 1'b0;
	end
	default: begin
		nothing = 1'b1;
	end
	endcase
end
add17bit_2sComp my_add(.A(num1), .B(num2), .ci(1'b0), .calculate_out(calculate_out1));
add17bit_2sComp my_sub(.A(num3), .B(num4), .ci(1'b1), .calculate_out(calculate_out2));
endmodule 
module edge_detection ( 
input clock, 
input input_signal, 
output reg rising_transition
);
reg n; 
wire rising_transition_c;
assign rising_transition_c = ~n & input_signal;
always @(posedge clock) begin 
n                 <= #1 input_signal; 
rising_transition <= #1 rising_transition_c; 
end
endmodule
module fa(
input a,input b,input ci, output s, output co
);
reg s_out,c_out;
always @(*)
begin
s_out=a^b^ci;
c_out=a&b|a&ci|b&ci;
end
assign s=s_out;
assign co=c_out;
endmodule
```

## /design/flow/run.sh

```bash
#!/bin/bash
# OpenROAD 26Q1-2900-gdf79404cd8, Yosys 0.63+post, stock flow scripts
make -C /OpenROAD-flow-scripts/flow DESIGN_CONFIG=/design/flow/config.mk WORK_HOME=/design/flow/orfs finish
```

==> job_summary.md <==
### Yosys + OpenROAD results

| Metric | Value |
|---|---|
| Outcome | completed |
| Registers, synthesis | 35 |
| Worst Hold Class | register to register |
| Area leader, netlist | edfxtp_1 |
| CTS tree | built |
| Max Slew Vio Count | 0 |
| Setup Fix Bufs, Post-CTS | 0 |
| # resized after CTS | 0 |
| CP dominant cell by count | clkdlybuf4s50_1 |
| Global-route wire length before repair | around 5.7 mm |
| Vias | around 1.2k |
| Net Sw Frac | between 20% and 30% |
| Inst Count DP | about 230 |
| Die x size | 69.4 µm |
| Slowest stage delay, CP | 0.56 ns |
| Antenna viol nets, final | 0 |
| Async S/R FF share, synth | 0% |
| Clock power share | about a quarter |
| Rows | 24 |
| Largest type area fraction | about a third |
| Largest net degree at the start of global routing | 14 |
| Total core area | 4350 µm² |
| Layout cell share with drive strength beyond 1 | around 6.6% |
| Detailed Place HPWL | 2.59 mm |
| Tightest Pin Transition | 0.813 ns |
| Final Critical Period | approximately 3.0 ns |
| H-tree levels | 1 |
| Final Non-Filler Cells | between 200 and 250 |
| Syn. warnings | 3 |
| Remaining Overflow, GRT | 0 |
| PortBufs | 30 |
| Most frequent cell after synthesis | inv_1 |
| I/O pin count | 37 |
| Hold slack | between 0.3 and 0.4 ns |
| CP Capture Type | output pin |
| Routed wire length | roughly 3.5 mm |
| Pint | ~580 µW |
| Max Clk Rate | 0.332 GHz |
| Leak | just under 0.9 nW |
| GP Congestion | 0.817 |
| Worst path top cell family by delay | buffers and inverters |
| Total clock buffers created by CTS | 3 |
| Critical path required time | ~2.6 ns |
| Logic pwr share | a little under a quarter |
| Unrepaired setup endpoints after global routing | false |
| Register pins left without a clock | 10 |
| Die area | between 4000 and 5000 µm² |
| Seq pwr share | 52.8% |
| Max_cap viols | 0 |
| Yosys chip area | about 1800 µm² |
| Iter 0 DRT Violations | just under 60 |
| Vias per cell | approximately 5.3 |
| Clock buffer depth | 2 |
| # setup viols final | 0 |
| Endpoints failing hold | 0 |
| Buf/Inv on CP | 2 |
| WP data arrival | approximately 2.4 ns |
| Die Ht | 69.4 µm |
| CP Launch Type | input port |
| Area contributors post-synth | edfxtp_1 (33%), fa_1 (18%), dlxtn_1 (8.3%) |
| DR pass1 iterations | 4 |
| Slowest CP cell | clkdlybuf4s50_1 |
| Worst rel slew slack | 45.5% |
| Number of diodes | 0 |
| Crit path max fanout | 7 |
| Syn_area_per_cell | 12.2 µm² |
| Post-Synthesis Cells | 149 |
| Yosys Instances | 149 |
| Post-CTS Hold Fix Bufs | 0 |
| VDD IR-drop max | roughly 0.26 mV |
| Final worst-path cycle share | between 90% and 100% |
| Global-route usage over all layers | 16.0% |
| Critical path cell sequence | clkdlybuf4s50_1 -> xor2_1 -> o211a_1 -> a311oi_1 -> clkdlybuf4s50_1 |
| Vias in the first global route | between 1k and 1.5k |
| Psw | between 150 and 200 µW |
| Synth-to-layout area growth | 22.1% |
| Cell variety after synth | 31 |
| PwrDens | between 300 and 400 nW/µm² |
| Initial Util | about two fifths |
| Post-Route Setup TNS | 0 ns |
| Setup Skew | ~0.0015 ns |
| Syn Std Cell Area | about 1800 µm² |
| Worst-path clk slew | about 0.08 ns |
| Initial antenna violation count | 0 |
| WS Path Type | input port to output pin |
| Drt wl/cell | between 10 and 15 µm |
| Endpoints left unconstrained | 20 |
| Top cells by count | inv_1 (24), edfxtp_1 (20), fa_1 (16) |
| CTS root buffer | clkbuf_8 |
| Stage-log warning count | 33 |
| Primary FF master, synth | edfxtp_1 |
| DR DRC count | 0 |
| Late-Pin Clk Latency | 0.26 ns |
| EDFF count, synth | 20 |
## final timing paths
kind	startpoint	to	slack, ns	depth (start not counted)
hold reg to reg	my_edge2.n$_DFF_P_	my_edge2.rising_transition$_DFF_P_	0.39	1
setup reg to reg	state$_SDFF_PP0_	num1[1]$_DFFE_PP_	1.95	2
setup / recovery	SW[5]	nothing	0.19	5
hold / removal	my_edge2.n$_DFF_P_	my_edge2.rising_transition$_DFF_P_	0.39	1
## power by group through the flow
stage / clock network (mW) / registers, mW / logic [mW]
CTS: 0.188 / 0.407 / 0.186
global route: 0.201 / 0.410 / 0.208
finish: 0.180 / 0.406 / 0.183
## state kept, by name (all words and copies together), names as in the netlist
register and count:
state 1, my_edge2.rising_transition 1, my_edge1.n 1, num2 10, num1 10, my_edge2.n 1, my_edge1.rising_transition 1, BCD_in 10
## logic make-up (layout without fill, tap and decap cells)
logic type | Yosys count | count (layout) | share of synthesized area (%)
AND/OR/NAND/NOR | 25 | 25 | 7.10
XOR/XNOR | 5 | 5 | 2.41
latches | 10 | 10 | 8.27
flip-flops | 25 | 25 | 38.6
buffers and inverters | 30 | 63 | 7.58
adder cells (fa/ha/maj) | 20 | 20 | 20.4
AND-OR/OR-AND | 34 | 34 | 15.6
## routing by layer
| layer | global-route usage (%) | share of wire, % | wire [µm] | vias to the layer above |
|---|---|---|---|---|
| li1 | - | - | - | 594 |
| met1 | 26.3 | 44 | 1540 | 598 |
| met2 | 24.5 | 49 | 1720 | 43 |
| met3 | 3.98 | 6.0 | 208 | 2 |
| met4 | 1.13 | 0.49 | 17 | 0 |
| met5 | 0 | 0 | 0 | - |
## layout by cell type (no fill, tap or decap), types with 3 or more instances in the layout
master / n
buf_4: 5
dlxtn_1: 10
inv_1: 24
ha_1: 4
dfxtp_1: 5
clkbuf_8: 3
edfxtp_1: 20
clkdlybuf4s50_1: 30
nor2_1: 5
xor2_1: 3
nand2_1: 10
a2bb2oi_1: 7
o221ai_1: 7
fa_1: 16
a22oi_1: 8
## metrics by stage
stage	setup slack, ns	utilization [%]	instance area (µm²)	total power [mW]
after floorplan	1.17	-	1820	0.513
after global placement	0.239	49.9	2170	0.593
after detailed placement	0.208	49.9	2170	0.599
after CTS	0.196	50.9	2220	0.781
after global routing	0.151	50.9	2220	0.819
final	0.191	50.9	2220	0.770
## layout make-up
type                            instances  area, µm²
Inverter                               24       90.1
Clock buffer                            4       45.0
Fill cell                             368       2140
Timing Repair Buffer                   35        338
Multi-Input combinational cell         84        827
Sequential cell                        35        851
Tap cell                               52       65.1
No activity file was given, so power comes from the tool's default toggle rates.
