<file path="run.sh">
#!/bin/bash
# OpenROAD 26Q1-2900-gdf79404cd8, Yosys 0.63+post, stock flow scripts
make -C /OpenROAD-flow-scripts/flow DESIGN_CONFIG=/design/flow/config.mk WORK_HOME=/design/flow/orfs finish
</file>
<file path="constraint.sdc">
current_design bin2bcd

set clk_period 7.5
set clk_io_pct 0.2

create_clock -name clk0 -period $clk_period

set non_clock_inputs [all_inputs -no_clocks]
set_input_delay [expr $clk_period * $clk_io_pct] -clock clk0 $non_clock_inputs
set_output_delay [expr $clk_period * $clk_io_pct] -clock clk0 [all_outputs]
</file>
<file path="design.v">
module bin2bcd
(
	input wire [9:0] bin,
	output wire [3:0] bcd2,bcd1,bcd0,
	output reg neg
);
reg [9:0] abs_bin, rem, ones;
reg [3:0] tens, honds;
always @ (*) begin
	if (bin[9] == 1'b1) 
		begin
		abs_bin = (~bin) + 10'b00_0000_0001;
		neg = 1'b1;
		end
	else 
		begin
		abs_bin = bin;
		neg = 1'b0;
		end
	if (abs_bin >= 10'd500)
		begin
		honds = 4'h5;
		rem = abs_bin - 10'd500; 
		end 
	else if (abs_bin >= 10'd400 && abs_bin < 10'd500)
	   begin
		honds = 4'h4;
		rem = abs_bin - 10'd400;
		end
	else if (abs_bin >= 10'd300 && abs_bin < 10'd400)
	   begin
		honds = 4'h3;
		rem = abs_bin - 10'd300;
		end
	else if (abs_bin >= 10'd200 && abs_bin < 10'd300)
	   begin
		honds = 4'h2;
		rem = abs_bin - 10'd200;
		end
	else if (abs_bin >= 10'd100 && abs_bin < 10'd200)
	   begin
		honds = 4'h1;
		rem = abs_bin - 10'd100;
		end
	else 
	   begin
		honds = 4'h0;
		rem = abs_bin;
		end
	if (rem >= 10'd090)
		begin
		tens = 4'h9;
		ones = rem - 10'd090;
		end
	else if (rem >= 10'd080 && rem < 10'd090)
		begin
		tens = 4'h8;
		ones = rem - 10'd080;
		end
	else if (rem >= 10'd070 && rem < 10'd080)
		begin
		tens = 4'h7;
		ones = rem - 10'd070;
		end
	else if (rem >= 10'd060 && rem < 10'd070)
		begin
		tens = 4'h6;
		ones = rem - 10'd060;
		end
	else if (rem >= 10'd050 && rem < 10'd060)
		begin
		tens = 4'h5;
		ones = rem - 10'd050;
		end
	else if (rem >= 10'd040 && rem < 10'd050)
		begin
		tens = 4'h4;
		ones = rem - 10'd040;
		end
	else if (rem >= 10'd030 && rem < 10'd040)
		begin
		tens = 4'h3;
		ones = rem - 10'd030;
		end
	else if (rem >= 10'd020 && rem < 10'd030)
		begin
		tens = 4'h2;
		ones = rem - 10'd020;
		end
	else if (rem >= 10'd010 && rem < 10'd020)
		begin
		tens = 4'h1;
		ones = rem - 10'd010;
		end
	else 
		begin
		tens = 4'h0;
		ones = rem;
		end
end
assign bcd0 = ones [3:0];
assign bcd1 = tens;
assign bcd2 = honds;
endmodule 
</file>
<file path="config.mk">
export PLATFORM = sky130hd
export DESIGN_NAME = bin2bcd
export DESIGN_NICKNAME = bin2bcd
export VERILOG_FILES = /design/flow/design.v
export SDC_FILE = /design/flow/constraint.sdc
export NUM_CORES = 4
export LEC_CHECK = 1
export CORE_AREA = 10 10 92 92
export DIE_AREA = 0 0 102 102
</file>
==> impl_metrics.csv <==
group,metric,value,unit
synth,synth_cell_types,84,
final_layout,area_delta_synth_final,77.6,%
floorplanning,io_pins,23,
detailed_routing,drc,0,
detailed_routing,ant_nets,0,
worst_setup_path,worst_ep_required_time,6.00,ns
final_timing,setup_tns,0,ns
floorplanning,die_h,102,um
power_and_ir_drop,p_leak,1.86,nW
final_timing,final_hold_viol_count,0,
place,detailed_place_hpwl,7250,um
worst_setup_path,cp_slowest_stage_delay,0.34,ns
synth,synth.top_cells.by_count,"22 x sky130_fd_sc_hd__nor2_1, 18 x sky130_fd_sc_hd__ha_1, 17 x sky130_fd_sc_hd__nand2b_1, 16 x sky130_fd_sc_hd__a21oi_1",
job,warning_count,46,
job,maxCapViolations,0,
place,gp_routability_congestion,1.02,
power_and_ir_drop,vdd_drop_max,0.132,mV
final_layout,final.clkbuf_count,0,
final_timing,rsz0062_at_grt,"true",
synth,syn-instance-count,321,
synth,netlist_top_cells_area,"sky130_fd_sc_hd__ha_1 9.7%, sky130_fd_sc_hd__nand2b_1 4.6%, sky130_fd_sc_hd__xnor2_1 4.1%, sky130_fd_sc_hd__nor2_1 3.5%, sky130_fd_sc_hd__a21oi_1 3.4%",
final_timing,tightest_slew,0.576,ns
global_route,maximum_number_of_pins_on_one_net_before_global_route_repair,19,
global_route,grt_most_used_layer,"met1",
global_route,first_global_vias,3003,
detailed_routing,initial_detailed_routing_violation_count,227,
detailed_routing,dr.pass1.iters,5,
synth,synth_warnings,1,
power_and_ir_drop,p_total,0.582,mW
global_route,globalRouteMet3Util,0.0225,
floorplanning,num_rows,29,
final_timing,layout_min_cycle_time,7.43,ns
final_timing,timing.max_slew.rel_slack,0.614,
place,buffer_ports.inserted,22,
final_layout,flop_count,0,
floorplanning,core,6460,sq um
global_route,first_pass_grt_wire_length,15900,um
worst_setup_path,critPathMaxFanout,3,
synth,synth_top_cell_by_count,"sky130_fd_sc_hd__nor2_1",
synth,synth-area-yosys,2330,sq um
power_and_ir_drop,power_per_cell_area,141,nW/um^2
final_layout,final_non_filler_cell_area,4130,sq um
global_route,grt_overflow,0,
worst_hold_path,hp-class,"in -> out",
synth,synth.avg_cell_area,7.25,sq um
floorplanning,die-area,10400,sq um
final_layout,post_route_cells_drive_above_1_share,0.528,
final_timing,setup_ws,0.0738,ns
detailed_routing,routed_wl,9980,um
final_timing,final-setup-viol-count,0,
floorplanning,dieWidth,102,um
detailed_routing,vias,3305,
final_timing,hold_slack,3.69,ns
place,placement.cell_area,3540,sq um
synth,mappedNetlistArea,2330,sq um
synth,yosysCellCount,321,
worst_setup_path,critical_path.slowest_cell,"sky130_fd_sc_hd__o311a_1",
synth,synth.largest_area_cell,"sky130_fd_sc_hd__ha_1",
worst_setup_path,worst_setup_path_start_kind,"primary input",
worst_setup_path,critPathArrivalTime,5.93,ns
detailed_routing,antenna-diode-count,0,
synth,synth-seq-area-share,0,
floorplanning,floorplan.initialDensity,0.360,
final_timing,fmax,135,MHz
worst_setup_path,worst_path_most_repeated_cell,"sky130_fd_sc_hd__buf_4",
worst_setup_path,setup.worst_path.class,"in -> out",
final_timing,timing.final.max_slew_violations,0,
detailed_routing,detail_route.wl_per_cell,17.2,um
worst_setup_path,cp-end-kind,"output pin",
global_route,groute.usage.overall,0.188,
global_route,use_met1,0.294,
synth,synthDominantCellAreaShare,0.0968,
worst_setup_path,worstSetupStartpoint,"bin[0]",
place,place_ws,-0.650,ns
global_route,global_route.usage.met2,0.278,
global_route,grt_antenna_before_repair,0,
final_timing,finalCritPeriodShare,0.990,
detailed_routing,route.detailed.vias_per_inst,5.71,
run_status,run_status,"completed",
worst_setup_path,worst_setup_path_endpoint,"bcd0[2]",
final_layout,layout.area.seq,0,sq um
-- metal layers --
| layer | part of all wire | vias to the layer above | routed length [um] |
|---|---|---|---|
| li1 | - | 1607 | - |
| met1 | 0.49 | 1553 | 4890 |
| met2 | 0.42 | 135 | 4220 |
| met3 | 0.080 | 10 | 794 |
| met4 | 0.0073 | 0 | 73 |
| met5 | 0 | - | 0 |
-- kinds of logic (layout without fill, tap and decap cells) --
group | count (synthesis) | count (layout) | synth area share
AND-OR/OR-AND | 113 | 113 | 0.381
XOR/XNOR | 13 | 13 | 0.0570
adder cells (fa/ha/maj) | 18 | 18 | 0.0968
buffers and inverters | 34 | 215 | 0.0720
multiplexers | 8 | 8 | 0.0382
other | 1 | 1 | 0.00161
AND/OR/NAND/NOR | 134 | 134 | 0.353
-- power breakdown --
part / internal, mW / switching, mW / total [mW]
clock: 0 / 0 / 0
combinational: 0.310 / 0.272 / 0.582
sequential: 0 / 0 / 0
-- timing repair --
| action | CTS | global route |
|---|---|---|
| pin swaps | 23 | 20 |
| resized | 52 | 44 |
| hold buffers | 0 | 0 |
| hold endpoints to repair | 0 | 0 |
| gates cloned | 1 | 0 |
| setup buffers | 37 | 7 |
| endpoints found under the setup margin | 6 | 6 |
-- cell type report --
class / count / area, sq um
repair buffers: 198 / 1550
fillers: 495 / 2320
well taps: 77 / 96.3
inverters: 17 / 66.3
multi-input cells: 287 / 2420
-- cell usage in the layout, fill, tap and decap left out, types with 7 or more instances in the layout --
| cell type | synthesis | routed |
|---|---|---|
| sky130_fd_sc_hd__a21oi_1 | 16 | 11 |
| sky130_fd_sc_hd__inv_1 | 15 | 10 |
| sky130_fd_sc_hd__ha_1 | 18 | 15 |
| sky130_fd_sc_hd__buf_4 | 4 | 168 |
| sky130_fd_sc_hd__xnor2_1 | 11 | 9 |
| sky130_fd_sc_hd__a21oi_2 | 2 | 7 |
| sky130_fd_sc_hd__nand3_1 | 15 | 15 |
| sky130_fd_sc_hd__nor3_1 | 10 | 10 |
| sky130_fd_sc_hd__nand2b_1 | 17 | 17 |
| sky130_fd_sc_hd__clkdlybuf4s50_1 | 0 | 9 |
| sky130_fd_sc_hd__nand2_1 | 13 | 12 |
| sky130_fd_sc_hd__buf_6 | 2 | 7 |
| sky130_fd_sc_hd__nor2_1 | 22 | 22 |
-- worst max-delay path: cells and delay by family --
kind	cells	cell delay, ns
and+or+nand+nor	2	0.22
buffers and inverters	30	3.53
AOI/OAI and AO/OA	4	0.65
-- worst min-delay path by stage --
stage,slack (ns),from,cells past startpoint,to
finish,3.69,bin[0],3,bcd0[0]
global route,3.73,bin[0],3,bcd0[0]
CTS,3.85,bin[0],3,bcd0[0]
-- through the flow --
step | util | instances
2_1_floorplan | - | 321
3_3_place_gp | 0.547 | 534
3_5_place_dp | 0.547 | 534
4_1_cts | 0.616 | 572
5_1_grt | 0.640 | 579
6_report | 0.640 | 579
Power figures rest on the tool's default switching activity, not on a simulated workload.
