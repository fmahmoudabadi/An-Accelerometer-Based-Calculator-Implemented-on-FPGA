**design/flow/run.sh**
```bash
#!/bin/bash
# OpenROAD 26Q1-2900-gdf79404cd8, Yosys 0.63+post, stock flow scripts
make -C /OpenROAD-flow-scripts/flow DESIGN_CONFIG=/design/flow/config.mk WORK_HOME=/design/flow/orfs finish
```
**design/flow/constraint.sdc**
```tcl
current_design smooth_filter

set clk_period 32.6
set clk_io_pct 0.2

create_clock -name clk0 -period $clk_period [get_ports {clk}]

set non_clock_inputs [all_inputs -no_clocks]
set_input_delay [expr $clk_period * $clk_io_pct] -clock clk0 $non_clock_inputs
set_output_delay [expr $clk_period * $clk_io_pct] -clock clk0 [all_outputs]
```
**design/flow/config.mk**
```make
export PLATFORM = sky130hd
export DESIGN_NAME = smooth_filter
export DESIGN_NICKNAME = smooth_filter
export VERILOG_FILES = /design/flow/design.v
export SDC_FILE = /design/flow/constraint.sdc
export NUM_CORES = 4
export LEC_CHECK = 1
export CORE_UTILIZATION = 50
```
**design/flow/design.v**
```verilog
module add20bit_2sComp(
   input 		     [19:0]		A,
	input 		     [19:0]		B,
	input 		         		ci,
	output		     [19:0]		calculate_out
);
wire [19:0] s;
wire [19:0] co;
fa fa0(A[0],B[0],ci,s[0],co[0]);
fa fa1(A[1],B[1],co[0],s[1],co[1]);
fa fa2(A[2],B[2],co[1],s[2],co[2]);
fa fa3(A[3],B[3],co[2],s[3],co[3]);
fa fa4(A[4],B[4],co[3],s[4],co[4]);
fa fa5(A[5],B[5],co[4],s[5],co[5]);
fa fa6(A[6],B[6],co[5],s[6],co[6]);
fa fa7(A[7],B[7],co[6],s[7],co[7]);
fa fa8(A[8],B[8],co[7],s[8],co[8]);
fa fa9(A[9],B[9],co[8],s[9],co[9]);
fa fa10(A[10],B[10],co[9],s[10],co[10]);
fa fa11(A[11],B[11],co[10],s[11],co[11]);
fa fa12(A[12],B[12],co[11],s[12],co[12]);
fa fa13(A[13],B[13],co[12],s[13],co[13]);
fa fa14(A[14],B[14],co[13],s[14],co[14]);
fa fa15(A[15],B[15],co[14],s[15],co[15]);
fa fa16(A[16],B[16],co[15],s[16],co[16]);
fa fa17(A[17],B[17],co[16],s[17],co[17]);
fa fa18(A[18],B[18],co[17],s[18],co[18]);
fa fa19(A[19],B[19],co[18],s[19],co[19]);
assign calculate_out[19:0]=s;
endmodule 
module fa(
input a,input b,input ci, output s, output co
);
reg s_out,c_out;
always @(*)
begin
s_out=a^b^ci;
c_out=a&b|a&ci|b&ci;
end
assign s=s_out;
assign co=c_out;
endmodule
`timescale 1ns / 1ns
module smooth_filter(
input clk,
input reset,
input [15:0] in,
input [1:0] SW,
output [15:0] out
);
reg [18:0] count, count_c;
wire en;
always @(reset or count) begin
	if (reset == 1'b1) begin
		count_c = 19'd000_000;
	end
	else begin
		count_c = count + 19'd000_001;
	end
end
assign en = (count == 19'd499_999);
reg [15:0] r1, r2, r3, r4, r5, r6, r7, r8, r9, r10, r11, r12, r13, r14, r15, r16;
always @ (posedge clk) begin
	count <= #1 count_c;
	if (en == 1'b1) begin
		r1 <= #1 in;
		r2 <= #1 r1;
		r3 <= #1 r2;
		r4 <= #1 r3;
		r5 <= #1 r4;
		r6 <= #1 r5;
		r7 <= #1 r6;
		r8 <= #1 r7;
		r9 <= #1 r8;
		r10 <= #1 r9;
		r11 <= #1 r10;
		r12 <= #1 r11;
		r13 <= #1 r12;
		r14 <= #1 r13;
		r15 <= #1 r14;
		r16 <= #1 r15;
	end
end
reg [19:0] sum;
wire [19:0] num1, num2, num3, num4, num5, num6, num7, num8;
wire [19:0] num9, num10, num11, num12, num13, num14, num15, num16;
wire ci=1'b0;
wire [19:0] calculate_out1, calculate_out2, calculate_out3, calculate_out4,
            calculate_out5, calculate_out6, calculate_out7, calculate_out8,
				calculate_out9, calculate_out10, calculate_out11, calculate_out12,
				calculate_out13, calculate_out14, calculate_out15;
assign num1 = {{4{r1[15]}},r1};
assign num2 = {{4{r2[15]}},r2};
assign num3 = {{4{r3[15]}},r3};
assign num4 = {{4{r4[15]}},r4};
assign num5 = {{4{r5[15]}},r5};
assign num6 = {{4{r6[15]}},r6};
assign num7 = {{4{r7[15]}},r7};
assign num8 = {{4{r8[15]}},r8};
assign num9 = {{4{r9[15]}},r9};
assign num10 = {{4{r10[15]}},r10};
assign num11 = {{4{r11[15]}},r11};
assign num12 = {{4{r12[15]}},r12};
assign num13 = {{4{r13[15]}},r13};
assign num14 = {{4{r14[15]}},r14};
assign num15 = {{4{r15[15]}},r15};
assign num16 = {{4{r16[15]}},r16};
always @(*) begin
	sum = num1;
	case (SW[1:0]) 
	2'b00:begin 
		sum = num1;
	end
	2'b01:begin
		sum = calculate_out1;
		sum = sum >> 1; 
	end
	2'b10:begin
		sum = calculate_out3;
		sum = sum >> 2;  
	end
	2'b11:begin
		sum = calculate_out15;
		sum = sum >> 4;  
	end
	endcase 
end
assign out = sum[15:0];
add20bit_2sComp my_adder1 (.A(num1),.B(num2),.ci(ci),.calculate_out(calculate_out1));
add20bit_2sComp my_adder2 (.A(calculate_out1),.B(num3),.ci(ci),.calculate_out(calculate_out2));
add20bit_2sComp my_adder3(.A(calculate_out2),.B(num4),.ci(ci),.calculate_out(calculate_out3));
add20bit_2sComp my_adder4(.A(calculate_out3),.B(num5),.ci(ci),.calculate_out(calculate_out4));
add20bit_2sComp my_adder5 (.A(calculate_out4),.B(num6),.ci(ci),.calculate_out(calculate_out5));
add20bit_2sComp my_adder6(.A(calculate_out5),.B(num7),.ci(ci),.calculate_out(calculate_out6));
add20bit_2sComp my_adder7(.A(calculate_out6),.B(num8),.ci(ci),.calculate_out(calculate_out7));
add20bit_2sComp my_adder8 (.A(calculate_out7),.B(num9),.ci(ci),.calculate_out(calculate_out8));
add20bit_2sComp my_adder9(.A(calculate_out8),.B(num10),.ci(ci),.calculate_out(calculate_out9));
add20bit_2sComp my_adder10(.A(calculate_out9),.B(num11),.ci(ci),.calculate_out(calculate_out10));
add20bit_2sComp my_adder11(.A(calculate_out10),.B(num12),.ci(ci),.calculate_out(calculate_out11));
add20bit_2sComp my_adder12(.A(calculate_out11),.B(num13),.ci(ci),.calculate_out(calculate_out12));
add20bit_2sComp my_adder13(.A(calculate_out12),.B(num14),.ci(ci),.calculate_out(calculate_out13));
add20bit_2sComp my_adder14(.A(calculate_out13),.B(num15),.ci(ci),.calculate_out(calculate_out14));
add20bit_2sComp my_adder15(.A(calculate_out14),.B(num16),.ci(ci),.calculate_out(calculate_out15));
endmodule 
```
==> results.sh <==
# physical design summary
export IMPL_wire_per_inst_um=18.2
export IMPL_vias=6292
export IMPL_die_x_um=175
export IMPL_placed_area_mm2=0.0158
export IMPL_route_detailed_drc=0
export IMPL_critPathKind="flip-flop to output port"
export IMPL_period_minus_slack_ns=25.49
export IMPL_place_ws_ns=7.58
export IMPL_cts_tree="yes"
export IMPL_r2r_end="r11[8]"
export IMPL_post_route_util=0.576
export IMPL_grt_util_met1=0.320
export IMPL_cts_setup_buffers=0
export IMPL_p_sw_frac=0.189
export IMPL_clkTransAtPathRegs_ns=0.05
export IMPL_crit_path_end="out[15]"
export IMPL_wirelength_mm=22.4
export IMPL_worstPathMaxFanout=3
export IMPL_common_cells="fa_1 (267), edfxtp_1 (256), inv_1 (81), xnor2_1 (24), dfxtp_1 (19)"
export IMPL_met2_usage=0.280
export IMPL_p_per_area_mw_per_mm2=42.3
export IMPL_grt_met3_usage=0.0641
export IMPL_p_leak_nw=5.87
export IMPL_largest_reg_flops=19
export IMPL_slew_violations=0
export IMPL_htree_levels=1
export IMPL_yosysSeqAreaShare=0.539
export IMPL_synth_area_mm2=0.0150
export IMPL_cts_buffer_depth=3
export IMPL_grt_antenna_before_repair=1
export IMPL_track_usage=0.186
export IMPL_r2r_start="count[0]"
export IMPL_crit_family="adder cells"
export IMPL_cts_resized=0
export IMPL_synth_edff_count=256
export IMPL_p_int_uw=575
export IMPL_syn_inst=757
export IMPL_cp_num_buf_inv=5
export IMPL_ys_ff=275
export IMPL_timing_slew_headroom=0.450
export IMPL_period_used=0.782
export IMPL_final_instance_count_excl_fill=1233
export IMPL_drv_cap=0
export IMPL_finalHoldViolations=0
export IMPL_whs_path_depth=0
export IMPL_ys_types=26
export IMPL_ys_cells=757
export IMPL_syn_avg_cell_area_um2=19.8
export IMPL_fp_row_count=62
export IMPL_startpoint="r1[0]"
export IMPL_drt_initial_drc_count=303
export IMPL_io_pin_count=36
export IMPL_finalSetupViolCount=0
export IMPL_finClkSkew_ns=0.0119
export IMPL_setup_ws_ns=7.11
export IMPL_ys_top_cells_by_area="edfxtp_1 (51%), fa_1 (36%), dfxtp_1 (2.5%)"
export IMPL_die_area_mm2=0.0306
export IMPL_layout_drive_gt1_share=0.0718
export IMPL_crit_top_cell="fa_1"
export IMPL_power_frac_clock=0.451
export IMPL_drtAntennaViolNets=0
export IMPL_fp_util=0.515
export IMPL_start_kind="flip-flop"
export IMPL_vdd_drop_max_uv=34.1
export IMPL_power_switching_uw=134
export IMPL_p_total_uw=709
export IMPL_gr_total_overflow=0
export IMPL_dp_hpwl_mm=16.6
export IMPL_fin_area_mm2=0.0168
export IMPL_log_warning_count=28
export IMPL_synthFlopType="edfxtp_1"
export IMPL_tightestPinTransition_ns=0.825
export IMPL_cts_made_buffers=31
export IMPL_end_kind="output port"
export IMPL_ys_warn_count=2
export IMPL_gp_congestion=0.862
export IMPL_numPortBuffers=35
export IMPL_crit_cells=43
export IMPL_holdCritPathClass="flip-flop to flip-flop"
export IMPL_grt_pass1_wl_mm=38.6
export IMPL_holdWs_ns=0.446
export IMPL_r2r_cells=6
export IMPL_antenna_diode_count=0
export IMPL_cp_data_arrival_time_ns=18.97
export IMPL_timing_reg2reg_setup_slack_ns=29.00
export IMPL_clock_sinks=275
export IMPL_grt_max_degree=65
export IMPL_status="finished clean"
export IMPL_first_global_vias=7651
export IMPL_cpPeakStageDelay_ns=0.55
export IMPL_grt_busiest_layer="met1"
export IMPL_yosys_stat_area_mm2=0.0150
export IMPL_crit_path_top_delay_cell="fa_1"
export IMPL_areaGrowthSynthToFinish_pct=12.0
export IMPL_comb_power_share=0.012
export IMPL_cts_hold_buf=0
export IMPL_regMostFlops="count"
export IMPL_cts_root_buf="clkbuf_16"
export IMPL_clock_fmax_mhz=39.2
export IMPL_place_inst=1177
export IMPL_die_h_um=175
export IMPL_async_flop_share=0
export IMPL_via_per_inst=5.10
export IMPL_top_area_frac=0.513
export IMPL_firstDrtPassIters=4
export IMPL_fin_tns_setup_ns=0
export IMPL_core_area_mm2=0.0291
export IMPL_synth_most_common_cell="fa_1"
export IMPL_grt_setup_unrepaired="false"
export IMPL_seq_power_share=0.537
export IMPL_clock_latency_ns=0.54
export IMPL_required_ns=26.08
export IMPL_largest_area_cell="edfxtp_1"
placed cells by master, fill, tap and decap left out, types with 6 or more instances in the layout:
cell               n
inv_1             81
mux4_2            16
xnor2_1           24
nor2_1            18
clkbuf_1          11
ha_1              15
clkdlybuf4s50_1   35
nand3_1            6
dfxtp_1           19
xor2_1            13
buf_4              7
fa_1             267
nand4_1            7
edfxtp_1         256
clkinv_1           8
clkbuf_16         31
cell families after synthesis:
| group | share of synthesized area |
|---|---|
| compound gates | 0.00209 |
| mux | 0.0241 |
| buf+inv | 0.0218 |
| fa+ha+maj | 0.371 |
| flops | 0.539 |
| simple gates | 0.0164 |
| xor+xnor | 0.0262 |
metal layers:
layer,routed length (um),up-vias
met2,11400,156
met5,12,-
met3,1550,37
li1,-,2728
met4,448,2
met1,8950,3369
how the worst min path moves through the flow:
stage	start	endpoint	slack, ns
CTS	r2[6]	r3[6]	0.45
global route	r12[0]	r13[0]	0.46
finish	r2[11]	r3[11]	0.45
power by group through the flow:
stage	clock network (mW)	logic, mW	registers [mW]
5_1_grt	0.343	0.00921	0.381
6_report	0.320	0.00841	0.381
4_1_cts	0.330	0.00871	0.381
cell type report:
cell class	count	area, um2
Tap cell	384	480
Multi-Input combinational cell	395	6590
Fill cell	2145	12300
Sequential cell	275	8070
Inverter	81	304
Clock buffer	42	817
Timing Repair Buffer	42	403
Clock inverter	14	110
Power is estimated from default activity; no workload was simulated.
